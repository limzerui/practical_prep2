--- /design/flow/config.mk ---
export PLATFORM = sky130hd
export DESIGN_NAME = top
export DESIGN_NICKNAME = top
export VERILOG_FILES = /design/flow/design.v
export SDC_FILE = /design/flow/constraint.sdc
export NUM_CORES = 4
export LEC_CHECK = 1
export CORE_UTILIZATION = 50
--- /design/flow/run.sh ---
#!/bin/bash
# OpenROAD 26Q1-2900-gdf79404cd8, Yosys 0.63+post, stock flow scripts
make -C /OpenROAD-flow-scripts/flow DESIGN_CONFIG=/design/flow/config.mk WORK_HOME=/design/flow/orfs finish
--- /design/flow/design.v ---
module top(
    input clk,               
    input btnR,              
    input btnC,              
    output reg [3:0] an,     
    output reg [7:0] seg,    
    input [15:0] sw,         
    output reg [15:0] led    
    );
    parameter   SEG_L = 8'b11001111,   
                SEG_C = 8'b10100111,   
                SEG_R = 8'b10101111,   
                SEG_D = 8'b10100001,   
                SEG_U = 8'b11100011,   
                SEG_0 = 8'b11000000,   
                SEG_1 = 8'b11111001,   
                SEG_2 = 8'b10100100,   
                SEG_3 = 8'b10110000,   
                SEG_4 = 8'b10011001,   
                SEG_5 = 8'b10010010,   
                SEG_6 = 8'b10000010,   
                SEG_7 = 8'b11111000,   
                SEG_8 = 8'b10000000,   
                SEG_9 = 8'b10010000,   
                SEG_A = 8'b10001000,   
                SEG_b = 8'b10000011,   
                SEG_C2 = 8'b10100111,  
                SEG_d = 8'b10100001,   
                SEG_E = 8'b10000110,   
                SEG_E2 = 8'b00000110,
                SEG_F = 8'b10001110,   
                AN_1 = 4'b1110,        
                AN_2 = 4'b1101,        
                AN_3 = 4'b1011,        
                AN_4 = 4'b0111;        
    wire move_right_clk;     
    wire move_left_clk;      
    wire blink_5hz;          
    wire blink_11hz;         
    reg [3:0] ex;            
    reg [3:0] prev_ex;       
    reg direction;           
    reg movement_active;     
    reg btnR_prev;           
    reg ending_mode;         
    reg btnC_prev;
    wire both_buttons;
    assign both_buttons = btnR && btnC;
    initial begin
        an = 4'b1111;
        seg = 8'b11111111;
        led = 16'b0001_1110_1111_1100;
        ex = 8;             
        prev_ex = 8;        
        direction = 0;       
        movement_active = 0;  
        btnR_prev = 0;       
        ending_mode = 0;     
        btnC_prev = 0;       
    end
    clock_gen #(32500000) move_right_generator (
        .clk(clk),
        .slow_clock(move_right_clk)
    );
    clock_gen #(65000000) move_left_generator (
        .clk(clk),
        .slow_clock(move_left_clk)
    );
    clock_gen #(10000000) blink_5hz_generator (
        .clk(clk),
        .slow_clock(blink_5hz)
    );
    clock_gen #(4545455) blink_11hz_generator (
        .clk(clk),
        .slow_clock(blink_11hz)
    );
    always @(posedge clk) begin
        btnR_prev <= btnR;
        btnC_prev <= btnC;
        if(both_buttons && !ending_mode)begin
        ending_mode <= 1;
        end
        else if (btnR && !btnR_prev && !ending_mode) begin
            movement_active <= 1;   
        end
    end
    reg right_clk_edge, left_clk_edge;   
    reg move_right_clk_prev, move_left_clk_prev;
    always @(posedge clk) begin
        move_right_clk_prev <= move_right_clk;
        move_left_clk_prev <= move_left_clk;
        right_clk_edge <= move_right_clk && !move_right_clk_prev;
        left_clk_edge <= move_left_clk && !move_left_clk_prev;
        if (movement_active) begin
            if (direction == 0 && right_clk_edge) begin   
                if (ex == 0) begin
                    direction <= 1;   
                end
                else begin
                    prev_ex <= ex;
                    ex <= ex - 1;   
                end
            end
            else if (direction == 1 && left_clk_edge) begin   
                if (ex == 15) begin
                    direction <= 0;   
                end
                else begin
                    prev_ex <= ex;
                    ex <= ex + 1;   
                end
            end
        end
    end
        always @(posedge clk) begin
            if (movement_active) begin
                led = 16'b0001_1111_1111_1100;
                case(ex)
                    4'd13: led[13] = blink_5hz;
                    4'd14: led[14] = blink_5hz;
                    4'd15: led[15] = blink_5hz;
                    4'd0: led[0] = blink_11hz;
                    4'd1: led[1] = blink_11hz;
                    4'd2: led[2] = 1'b0;
                    4'd3: led[3] = 1'b0;
                    4'd4: led[4] = 1'b0;
                    4'd5: led[5] = 1'b0;
                    4'd6: led[6] = 1'b0;
                    4'd7: led[7] = 1'b0;
                    4'd8: led[8] = 1'b0;
                    4'd9: led[9] = 1'b0;
                    4'd10: led[10] = 1'b0;
                    4'd11: led[11] = 1'b0;
                    4'd12: led[12] = 1'b0;
                    default: led = 16'b0001_1110_1111_1100;  
                endcase
                if (prev_ex != ex && prev_ex >= 2 && prev_ex <= 12 && prev_ex != 8) begin
                    led[prev_ex] = 1'b1;
                end
            end
            else begin
                led = 16'b0001_1110_1111_1100;
            end
        end 
    always @(posedge clk) begin
        if (ending_mode)begin
            case (ex)
                4'h0: begin seg <= SEG_E2; an = 4'b0110; end
                4'h1: begin seg <= SEG_E2; an = 4'b0110; end
                4'h2:  begin seg <= SEG_C2; an = 4'b1001; end
                4'h3:  begin seg <= SEG_C2; an = 4'b1001; end
                4'h4:  begin seg <= SEG_C2; an = 4'b1001; end
                4'h5:  begin seg <= SEG_C2; an = 4'b1001; end
                4'h6:  begin seg <= SEG_C2; an = 4'b1001; end
                4'h7:  begin seg <= SEG_C2; an = 4'b1001; end
                4'h8:  begin seg <= SEG_C2; an = 4'b1001; end
                4'h9:  begin seg <= SEG_C2; an = 4'b1001; end
                4'hA: begin seg <= SEG_C2; an = 4'b1001; end
                4'hB: begin seg <= SEG_C2; an = 4'b1001; end
                4'hC: begin seg <= SEG_C2; an = 4'b1001; end
                4'hD: begin seg <= SEG_E2; an = 4'b0110; end
                4'hE: begin seg <= SEG_E2; an = 4'b0110; end
                4'hF: begin seg <= SEG_E2; an = 4'b0110; end
                default: seg <= SEG_0;
            endcase
        end
        else if (|sw) begin
            an <= AN_1&AN_2&AN_4;
            case (ex)
                4'h0: seg <= SEG_0;
                4'h1: seg <= SEG_1;
                4'h2: seg <= SEG_2;
                4'h3: seg <= SEG_3;
                4'h4: seg <= SEG_4;
                4'h5: seg <= SEG_5;
                4'h6: seg <= SEG_6;
                4'h7: seg <= SEG_7;
                4'h8: seg <= SEG_8;
                4'h9: seg <= SEG_9;
                4'hA: seg <= SEG_A;
                4'hB: seg <= SEG_b;
                4'hC: seg <= SEG_C2;
                4'hD: seg <= SEG_d;
                4'hE: seg <= SEG_E;
                4'hF: seg <= SEG_F;
                default: seg <= SEG_0;
            endcase
        end
        else begin
            an <= 4'b1111;
            seg <= 8'b11111111;
        end
    end
endmodule
module clock_gen #(
    parameter COUNT_MAX = 25000000   
)(
    input clk,                 
    output reg slow_clock      
);
    localparam COUNTER_WIDTH = $clog2(COUNT_MAX);
    reg [COUNTER_WIDTH-1:0] counter = 0;
    initial begin
        slow_clock = 0;
    end
    always @(posedge clk) begin
        if (counter >= COUNT_MAX - 1) begin
            counter <= 0;
            slow_clock <= ~slow_clock;
        end
        else begin
            counter <= counter + 1;
        end
    end
endmodule
--- /design/flow/constraint.sdc ---
current_design top

set clk_period 3.4
set clk_io_pct 0.2

create_clock -name clk0 -period $clk_period [get_ports {clk}]

set non_clock_inputs [all_inputs -no_clocks]
set_input_delay [expr $clk_period * $clk_io_pct] -clock clk0 $non_clock_inputs
set_output_delay [expr $clk_period * $clk_io_pct] -clock clk0 [all_outputs]
==> deck_impl_summary.md <==
Run Summary

Routing
  • Via count: around 5400
  • Residual DRC count: 0
  • Router iterations before antenna repair: 6
  • Topmost layer with routed signal wires: met4
  • Antenna Cells: 0
  • WL/cell: ~13 um
  • Routed Antenna Nets: 0
  • Routed length on met3: about 570 um
  • DR iter-0 viols: about 550
  • M1 WL: approximately 6700 um
  • Vias/cell: 5.38
  • Met2 wire len: around 5800 um
  • Final wirelength: roughly 13000 um

Cells and area
  • Fin util: 60.3%
  • Ratio of cells with drive above 1 in the final layout: under 10%
  • Finished Layout Cells: between 1000 and 1500
  • Filler cells: 1114
  • Post-route cell area: 8120 sq um
  • Area Growth Syn to Fin: 16.1%

Pwr
  • Total Power: around 3.7 mW
  • Leakage: approximately 3 nW
  • Peak supply drop: ~0.34 mV
  • Pwr dens: between 400 and 500 nW/um^2

Die
  • Die width: 120 um
  • Starting Density: 52.0%
  • Die ar.: about 14000 sq um
  • CORE AREA: 13500 sq um
  • Die height: 120 um
  • Row count: around 42
  • I/O pins: around 47

STA
  • Final setup margin: 0.936 ns
  • Hold Slack: around 0.36 ns
  • Final min period: roughly 2.5 ns
  • Fin crit share: about 72%
  • Count of pins over their slew limit: 0
  • Endpoints failing hold: 0
  • # setup viols final: 0
  • Setup TNS: 0 ns
  • Final Skew: 0.00868 ns
  • Rel. slew slack: a little over two fifths
  • RSZ-0062 raised after global routing: false
  • Worst Max-Slew Pin Slew: 0.865 ns
  • F_max: roughly 400 MHz

Logic synthesis
  • Simple share: approximately 28%
  • Mux share: less than 1%
  • Cell Type Count: 74
  • Yosys warning tally: 5
  • Yosys top cell area share: 37.2%
  • Main logic family after synthesis: simple AND/OR/NAND/NOR gates
  • Area leader, netlist: dfxtp_1
  • Top cells by area: dfxtp_1 (37%), nor2_1 (6.7%), edfxtp_1 (6.4%)
  • YS chip area: between 6000 and 7000 sq um
  • Main flop type: dfxtp_1
  • Ys flops: ~150
  • # Cells Yosys: between 700 and 800
  • Synth Area in Adders: roughly 3.0%
  • Post-synth seq share: a little over two fifths
  • FFs w/ async S/R, synth: 0%
  • Syn Inst Count: 779
  • AO/OA Area Share: under 10%
  • Number of enable flip-flop cells: 15
  • Post-synthesis cell area: 6990 sq um
  • Mean Syn Cell Area: ~9.0 sq um
  • Xor/xnor share: roughly an eighth

Clocking
  • CTS root buffer: clkbuf_16
  • Worst-path clk slew: 0.06 ns
  • Max clock buf depth: 2
  • Post-CTS Setup Bufs: 0
  • H-tree depth: 4
  • CTS tree: built
  • Clk ins delay skew pair: just over 0.4 ns
  • Sink Count: between 100 and 150
  • Cts hold-fix bufs: 0
  • TritonCTS Buffers: 17
  • CTS resizes: 0

Place
  • Final HPWL DP: slightly above 9000 um
  • Placed cell area: 7500 sq um
  • Routability cong.: between 0.9 and 1
  • Post-Place Setup Slack: just over 1 ns
  • Placed cell count: approximately 970
  • Port bufs: ~46

Critical path
  • Setup crit start kind: flop
  • Worst reg2reg path depth: 7
  • CP Data Arrival Time: about 2.8 ns
  • Worst path required time: roughly 3.7 ns
  • Crit path largest cell delay: just under 0.6 ns
  • Slowest-stage cell, CP: edfxtp_1
  • Delay-heaviest family, CP: AND-OR/OR-AND gates
  • R2R setup slack: 0.94 ns
  • CP dominant cell by count: o21ai_0
  • Critical-path cell list: inv_1 > ha_1 > nor2b_1 > o21ai_0 > a211oi_1 > nand4_1 > o21ai_0
  • CP Max Fanout: 16
  • Critical Path Source: ex[1]
  • Worst setup EP type: flop
  • CP bufs+invs: 1
  • Critical Path Stages: 7
  • Critical path class: flop to flop
  • RR Startpoint: ex[1]

Job
  • Tool warnings: 35
  • Max-cap violations: 0

Status
  • Status: finished clean

GRT
  • Vias in the first global route: between 5000 and 6000
  • Overflow left after global routing: 0
  • Total GRT Usage: approximately 20%
  • Largest net degree at the start of global routing: 27
  • Initial antenna violation count: 0
  • Global-route wire length before repair: 23000 um

Worst hold path
  • Hold-critical path depth: 1
  • HP Start: move_right_clk_prev
  • Worst Hold Class: flop to flop
logic make-up after synthesis:
| group | after synthesis |
|---|---|
| AND/OR/NAND/NOR | 369 |
| multiplexers | 2 |
| adder cells (fa/ha/maj) | 17 |
| other | 1 |
| buffers and inverters | 63 |
| XOR/XNOR | 93 |
| flip-flops | 145 |
| AND-OR/OR-AND | 89 |
cell usage in the layout, fill, tap and decap left out, drive strengths merged, types with 5 or more instances in the layout:
cell / count
inv: 34
nand3: 47
a211oi: 5
nor2: 141
nor4: 19
ha: 17
and2: 7
clkdlybuf4s50: 46
or2: 7
and3: 14
dfxtp: 130
nand2b: 9
nand2: 57
or3: 5
edfxtp: 15
a21oi: 20
and4: 6
nor2b: 7
xnor2: 51
nand4: 25
nor3: 21
o21ai: 20
clkbuf: 19
xor2: 42
per-layer routing:
layer,up-vias,GRT usage (%)
li1,2762,-
met1,2514,32.1
met2,123,29.9
met3,12,3.66
met4,0,2.85
met5,-,0
worst reg2reg max path, stage by stage, from the launching register on:
cell and delay [ns]:
edfxtp_1 0.58, inv_1 0.17, ha_1 0.41, nor2b_1 0.22, o21ai_0 0.12, a211oi_1 0.52, nand4_1 0.18, o21ai_0 0.19
final timing paths:
kind	end
worst min-delay path	right_clk_edge
worst max register to register	led[0]
worst min register to register	right_clk_edge
worst max-delay path	led[0]
cell usage after synthesis (all sizes together) (3+ instances only):
cell,count
dfxtp,130
and4,6
a221o,3
o31ai,3
xor2,42
o211ai,4
o2111ai,3
a31oi,4
inv,30
o21ai,20
ha,17
a211oi,5
nand2,57
and2,7
o311ai,3
edfxtp,15
xnor2,51
nand4,25
or2,7
clkbuf,8
or3,5
nor2,141
a21oi,20
buf,24
nand3,47
and3,14
nand2b,9
nor2b,7
nor4,19
nor3,21
report_power, final:
part | switching, mW | internal, mW | total [mW]
Clock | 0.713 | 1.23 | 1.94
Sequential | 0.00177 | 1.73 | 1.73
Combinational | 0.00561 | 0.0219 | 0.0276
layout make-up:
class / count / area, sq um / area share (%)
Inverter: 31 / 116 / 1.43
Multi-Input combinational cell: 572 / 3630 / 44.7
Clock buffer: 19 / 433 / 5.33
Sequential cell: 145 / 3050 / 37.6
Tap cell: 176 / 220 / 2.71
Clock inverter: 13 / 183 / 2.25
Timing Repair Buffer: 49 / 483 / 5.95
registers in the layout, indices dropped and copies added (netlist names):
signal,cells
an,3
blink_11hz_generator.counter,23
seg,8
blink_5hz_generator.slow_clock,1
ending_mode,1
right_clk_edge,1
move_left_generator.counter,26
blink_11hz_generator.slow_clock,1
move_right_clk_prev,1
move_right_generator.counter,25
move_left_clk_prev,1
movement_active,1
move_right_generator.slow_clock,1
blink_5hz_generator.counter,24
prev_ex,4
direction,1
move_left_generator.slow_clock,1
ex,4
led,16
left_clk_edge,1
btnR_prev,1
No activity file was given, so power comes from the tool's default toggle rates.
