==> flow/design.v <==
`timescale 1ns / 1ps
module subtaskb(input clock, input sw13, input sw2, 
                output reg [4:0]ledL = 0, output reg [6:0]ledR = 0, output reg completed = 0);
    reg [31:0] countL = 0;
    reg [31:0] countR = 0;
    reg [31:0] tresholdL = 1300;
    reg [31:0] tresholdR = 2600;
    reg [31:0] stageL = 0;
    reg [31:0] stageR = 0;
    reg completedL = 0;
    reg completedR = 0;
    always @(posedge clock) begin
        if (sw13) begin
            countL = (countL == tresholdL) ? 0 : countL + 1;
            stageL = (countL == 0 & stageL != 5) ? stageL + 1 : stageL;
            if (stageL >= 1) begin 
                ledL[4] <= 1; 
                completedL <= 1;
            end
            if (stageL >= 2) begin ledL[3] <= 1; end
            if (stageL >= 3) begin ledL[2] <= 1; end
            if (stageL >= 4) begin ledL[1] <= 1; end
            if (stageL >= 5) begin ledL[0] <= 1; end        
        end      
        if (sw2) begin
            countR = (countR == tresholdR) ? 0 : countR + 1;
            stageR = (countR == 0 & stageR != 7) ? stageR + 1 : stageR;
            if (stageR >= 1) begin 
                ledR[0] <= 1; 
                completedR <= 1;
            end
            if (stageR >= 2) begin ledR[1] <= 1; end
            if (stageR >= 3) begin ledR[2] <= 1; end
            if (stageR >= 4) begin ledR[3] <= 1; end
            if (stageR >= 5) begin ledR[4] <= 1; end        
            if (stageR >= 6) begin ledR[5] <= 1; end
            if (stageR >= 7) begin ledR[6] <= 1; end
        end  
        completed = (completedL == 1 && completedR == 1) ? 1 : 0;     
    end        
endmodule
==> flow/run.sh <==
#!/bin/bash
# OpenROAD 26Q1-2900-gdf79404cd8, Yosys 0.63+post, stock flow scripts
make -C /OpenROAD-flow-scripts/flow DESIGN_CONFIG=/design/flow/config.mk WORK_HOME=/design/flow/orfs finish
==> flow/config.mk <==
export PLATFORM = sky130hd
export DESIGN_NAME = subtaskb
export DESIGN_NICKNAME = subtaskb
export VERILOG_FILES = /design/flow/design.v
export SDC_FILE = /design/flow/constraint.sdc
export NUM_CORES = 4
export LEC_CHECK = 1
export CORE_UTILIZATION = 30
==> flow/constraint.sdc <==
current_design subtaskb

set clk_period 10.1
set clk_io_pct 0.2

create_clock -name clk0 -period $clk_period [get_ports {clock}]

set non_clock_inputs [all_inputs -no_clocks]
set_input_delay [expr $clk_period * $clk_io_pct] -clock clk0 $non_clock_inputs
set_output_delay [expr $clk_period * $clk_io_pct] -clock clk0 [all_outputs]
==> changes_impl.md <==
### Changed

* Sum Neg Setup Slack at 0 ps
* Gr usage total at about an eighth
* CP delay by family, top: simple AND/OR/NAND/NOR gates
* Post-Syn Instances at between 900 and 1000
* Postcts setup bufs at 0
* Detailed placement HPWL at about 13 mm
* Drt via density at ~5.2
* Clk ins delay skew pair at roughly 420 ps
* Pre-Repair DR Iteration Count at 6
* Seq/Total Area, Yosys at roughly 46%
* Area share, top type at 46.07%
* Num rows at ~63
* Pwr per Cell Area at about 150 nW/µm²
* Hold Path Class: reg2reg
* CTS H-tree depth at 4
* Core Util at FP at 30.63%
* Total number of vias at about 7000
* Leak at ~3.3 nW
* Crit path required time at 10270 ps
* Startpoint types: flop
* Unrepaired setup endpoints after global routing: false
* Share of synthesized registers carrying an async set or reset at 0%
* Die height at approximately 180 µm
* Final ANT Viol Nets at 0
* Yosys synthesis chip area at 9126 µm²
* Cell Area, Synth at approximately 9000 µm²
* WL per Instance at between 10 and 15 µm
* Core area at between 20000 and 30000 µm²
* CTS max path bufs at 2
* Run status: completed
* 1st-iter DRT viols at between 400 and 500
* IO buf count at 15
* I/O pin total at 16
* IR drop worst, VDD at about 0.093 mV
* Global-route congestion overflow total at 0
* Global-route wire length before repair at approximately 33 mm
* Syn. warnings at 1
* Vias in the first global route at around 6300
* CTS clk-pin slew, worst paths at 70 ps
* Die area at between 30000 and 40000 µm²
* Area growth syn-to-layout at 12.17%
* Crit path time final at between 5000 and 6000 ps
* Count of cells resized by post-cts repair at 0
* Placer Congestion at roughly 0.93
* Slew Limit Fails at 0
* Worst-path cell chain: ha_1 -> nand4_2 -> or4_1 -> nor3b_2 -> mux2i_1 -> nor4b_1 -> nand4_1 -> buf_4 -> or4_1 -> mux2i_1 -> a2111oi_2 -> nand4_1 -> o41a_1
* WP data arrival at around 5400 ps
* Slowest-stage cell, CP: or4_1
* Top FF cell, synth: edfxtp_1
* Post-layout period usage at approximately half
* Largest net degree at the start of global routing at around 57
* Crit path buf inv count at 1
* Setup WS post-layout at approximately 4900 ps
* Cell area leaders: edfxtp_1, xnor2_1, xor2_1
* CTS sink cnt at about 140
* Number of antenna violations at the first check in global routing at 0
* Residual DRC at 0
* Post-Route WL at 19.23 mm
* Die X at 176.4 µm
* Number of synthesized flops with an enable pin at about 140
* Slew HR at a little under half
* Synth unique cells at roughly 65
* Synthesized flop and latch total at ~140
* Biggest cell delay along the critical path at 740 ps
* Cell taking the most area after synthesis: edfxtp_1
* Inserted Clock Buffers at 17
* Tool Warnings at 28
* CTS root buf: clkbuf_16
* CP endpoint kind: flop
* Worst setup path class: reg2reg
* CTS tree: built
* DP Worst Slack at 4954 ps
* Ys cells at 924
* CTS Hold Bufs at 0
* Clock Skew at between 10 and 15 ps
* Syn avg cell area at 9.877 µm²
* Antenna cells at 0
* Crit path max fanout at 20
* Share of cells above drive strength 1 at 7.312%
* Final Hold Vio Count at 0
* Maximum Capacitance Violations at 0
* FMAX at just under 200 MHz
* Worst Tran Pin Value at approximately 820 ps
* Setup Viol. Count Final at 0
-- cell type report --
cell class	instances	area, µm²
clock inverter	9	160.2
clock buffer	23	478.0
multi-input combinational	710	4593
inverter	23	86.33
fill	2969	19560
sequential	141	4224
tap	390	488.0
timing repair buffer	24	207.7
-- cell families (layout without fill, tap and decap cells) --
logic type / after synthesis / after routing / share of synthesized area, %
adders and majority gates: 7 / 7 / 0.9596
and+or+nand+nor: 453 / 453 / 26.83
AOI/OAI and AO/OA: 84 / 84 / 7.157
buffers and inverters: 84 / 79 / 3.839
xor gates and xnor gates: 147 / 147 / 14.11
DFF: 141 / 141 / 46.28
muxes: 7 / 7 / 0.7815
other: 1 / 12 / 0.04109
-- sequential cells by signal, indices dropped and copies added, names as in the netlist --
signal,count
countL,32
stageR,32
completed,1
ledL,5
countR,32
stageL,32
ledR,7
-- layer usage --
metal / GRT usage, % / vias to the layer above / part of all wire [%]
li1: - / 3406 / -
met4: 1.329 / 0 / 0.94
met5: 0 / - / 0
met3: 2.372 / 14 / 4.1
met1: 22.25 / 3329 / 50
met2: 19.29 / 145 / 45
-- cells in the mapped netlist (all sizes together) (16+ instances only) --
cell and number:
nor3 42, xor2 66, nand2 73, nand3 55, nor4 37, inv 23, clkbuf 41, and4 17
nand4 51, and3 19, xnor2 81, edfxtp 140, buf 20, and2 16, nor2 92
-- cells in the final DEF, fill, tap and decap left out, drive strengths merged, types with 19 or more instances in the layout --
master and count:
nor2 92, inv 24, xnor2 81, nor3 42, nor4 37, nand4 51
clkbuf 23, nand3 55, nand2 73, and3 19, edfxtp 140, xor2 66
-- path summary, 6_finish.rpt --
check	start	end	slack, ps	depth (start not counted)
hold reg to reg	ledL[4]	completed	480	1
setup / recovery	countR[1]	ledR[2]	4910	13
hold / removal	ledL[4]	completed	480	1
setup reg to reg	countR[1]	ledR[2]	4910	13
-- stage by stage --
step                      area, µm²  hold slack (ps)  total power [mW]  util (%)  std cells
final                         10240            480.2             1.533     34.36       1320
after global routing          10240            496.8             1.591     34.36       1320
after CTS                     10240            489.6             1.546     34.36       1320
after detailed placement       9599            475.8            0.8608     32.22       1288
after global placement         9599            467.9            0.8603     32.22       1288
after floorplan                9168            449.5            0.8198         -        935
-- power by group --
part | leakage (nW) | internal [mW] | switching, mW
Combinational | 1.58 | 0.0508 | 0.0564
Clock | 0.300 | 0.435 | 0.248
Sequential | 1.38 | 0.688 | 0.0549
Power figures rest on the tool's default switching activity, not on a simulated workload.
