--- design/flow/config.mk ---
export PLATFORM = sky130hd
export DESIGN_NAME = subtaskc
export DESIGN_NICKNAME = subtaskc
export VERILOG_FILES = /design/flow/design.v
export SDC_FILE = /design/flow/constraint.sdc
export NUM_CORES = 4
export LEC_CHECK = 1
export CORE_UTILIZATION = 40
--- design/flow/constraint.sdc ---
current_design subtaskc

set clk_period 5.4
set clk_io_pct 0.2

create_clock -name clk0 -period $clk_period [get_ports {clock_1khz}]

set non_clock_inputs [all_inputs -no_clocks]
set_input_delay [expr $clk_period * $clk_io_pct] -clock clk0 $non_clock_inputs
set_output_delay [expr $clk_period * $clk_io_pct] -clock clk0 [all_outputs]
--- design/flow/design.v ---
`timescale 1ns / 1ps
module subtaskc(input clock_2hz, input clock_1khz, input btnD,
                output led0,output led1, output led15,
                output reg [7:0]seg, output reg[3:0]an
    );
    assign led0 = btnD ? clock_2hz : 0;
    assign led1 = btnD ? clock_2hz : 0;
    assign led15 = btnD ? clock_2hz : 0;
    reg [31:0] count = 0;
    reg [2:0]stage = 0;
    always @(posedge clock_1khz)begin
        count = (count == 800) ? 0 : count + 1;
        stage = (count == 0) ? stage + 1: stage;
        if (stage == 0) begin
            an = 4'b0111;
            seg = 8'b1000_0011;
        end
        if (stage == 1) begin
            an = 4'b1011;
            seg = 8'b1010_0011;
        end
        if (stage == 2) begin
            an = 4'b1101;
            seg = 8'b1000_0111;
        end
        if (stage == 3) begin
            an = 4'b1110;
            seg = 8'b1000_1011;
        end
        if (stage == 4) begin
            an = 4'b0111;
            seg = 8'b0001_0000;
        end
        if (stage == 5) begin
            an = 4'b1011;
            seg = 8'b0000_1000;
        end        
        if (stage == 6) begin
            an = 4'b1101;
            seg = 8'b0000_0111;
        end
        if (stage == 7) begin
            an = 4'b1110;
            seg = 8'b0000_0110;
        end
    end
endmodule
--- design/flow/run.sh ---
#!/bin/bash
# OpenROAD 26Q1-2900-gdf79404cd8, Yosys 0.63+post, stock flow scripts
make -C /OpenROAD-flow-scripts/flow DESIGN_CONFIG=/design/flow/config.mk WORK_HOME=/design/flow/orfs finish
==> notes.md <==
The full implementation flow was run.

In this run the clock root is driven by a sky130_fd_sc_hd__clkbuf_8. STA classifies the critical path startpoint as a register. Summed over all layers, the routed wires come to 4.49 mm. Setup repair after global routing left no endpoint under its margin.

Per the power-grid run, VDD falls by no more than 117 uV. The final setup slack of the worst path stands at 1.97 ns. The floorplan die area stands at 0.00634 sq mm. The clock sink count stands at 46. The setup path with the least slack is of type register to register.

STA classifies the critical path endpoint as a register. The largest fanout on the critical path stands at 9. Counting I/O delays and the setup requirement, the final critical path takes 3.43 ns. After the first detailed-routing iteration, the DRC count stood at 88. Yosys reported that registers with async set or reset make up 0. The maximum root-to-sink buffer count stands at 2.

The synthesized netlist was found by Yosys to have 255 cells. Entering global routing, the biggest net connects 15 pins. At the floorplan stage, the core utilization is reported as 0.427. The worst register-to-register path has a depth of 9.

The vertical die dimension stands at 79.6 microns. The number of antenna violations at the first check in global routing came to 0. The total iterations of the first detailed-routing run stands at 4. The worst register-to-register path ends at an[3].

Max-cap violations in this run came to 0. In this run the remaining antenna-violating nets after routing total 0. The global placement routability congestion stands at 0.847. The post-cts hold buffer count stands at 0. The worst-case max-slew headroom was logged as 0.513.

The number of levels the H-tree was split into stands at 2. The startpoint identified for the worst register-to-register timing path is count[0]. After detailed routing, no signal wire sits above met4. The count of cells resized by post-cts repair stands at 0.

The worst-case clock skew stands at 0.00711 ns. The path class of the tightest hold or removal check is register to register. The flow ran to the end, and the final reports show no timing, DRC or antenna violations.

Averaged over all synthesized cells, the footprint is 9.45 sq um. Per STA, the library cell used most along the worst path is sky130_fd_sc_hd__nand4_1. The number of inserted diodes stands at 0. In this run, synthesis inferred 0 flip-flops with an integrated enable. Per STA, the worst path accumulates the most delay in the family simple AND/OR/NAND/NOR gates. The total number of placement rows stands at 27. Per the detail_route report, vias per standard cell equal 5.31. The area overhead of the layout relative to synthesis stands at 10.6%. The number of remaining DRC errors stands at 0. The slowest stage of the critical path is the sky130_fd_sc_hd__or4_1 cell. The met1 wire length stands at 2.38 mm. The I/O pin count stands at 18. The leakage power in the latest report is 0.963 nW. Of the synthesized area, sequential elements account for 0.382. The timing report lists the critical path depth as 9 cells. The instance tally after logic synthesis stands at 255. The placeable core area stands at 0.00564 sq mm.

The number of distinct library cell variants in the gate-level netlist after synthesis stands at 56. The tool warning count stands at 26. The via count of the first global-routing pass stands at 1634.

The most used flip-flop cell after synthesis is sky130_fd_sc_hd__dfxtp_1. For the pin with the worst max-slew slack, the measured transition is 0.731 ns. The horizontal die size stands at 79.6 microns. For reference, the top cells by area after synthesis are sky130_fd_sc_hd__dfxtp_1 38%, sky130_fd_sc_hd__xnor2_1 7.6%, sky130_fd_sc_hd__xor2_1 6.2%. The routed layout has 1784 vias. The Yosys warning count stands at 1.

Dividing the final minimum period by the clock period gives 0.636. TritonCTS built the clock tree. The pre-CTS setup check shows a worst slack of 1.96 ns. The sum of negative setup slack stands at 0 ns. The clock transition at the registers of the reported paths stands at 0.09 ns.

Data arrives at the worst endpoint at 3.59 ns. Timing would allow up to 0.291 GHz. Before any placement, the netlist area is recorded as 0.00241 sq mm.

The setup-violating endpoint count in the final report stands at 0. For reference, the critical path is captured by an[3]. Counting flops and latches in the post-synthesis netlist gives 46. Across all hold checks on the routed design, the worst slack comes to 0.513 ns. The delay of the slowest cell on the worst path stands at 0.62 ns. Buffers inserted during clock tree synthesis total 5. The power density of the placed cells stands at 223 mW/mm^2.

The stat command in Yosys gives a chip area of 0.00241 sq mm. Wire segments on met2 add up to 1.94 mm in the final route. The fraction of layout instances using a drive strength above 1 stands at 0.0833. The share of the synthesized area in the top cell type stands at 0.382. The number of hold violations in the final report stands at 0.

Per the repair_timing log after CTS, setup buffers inserted total 0. The timing report gives the worst reg2reg path a setup slack of 1.97 ns. In this run the tool buffered the top-level ports with 16 buffer cells. The first-pass GRT wire length stands at 7.82 mm. The average detailed-routed wire length per instance stands at 13.4 microns.

Sorting the Yosys area breakdown by cell type puts at the top sky130_fd_sc_hd__dfxtp_1. The endpoint required time on the critical path stands at 5.56 ns. Walking the worst path, the cells encountered are ha_1 > nand3_1 > nor4_1 > nand4_1 > xor2_1 > nand4_1 > or4_1 > nor4b_4 > a31oi_1. Per the final report, max-transition violations number 0. The critical path starts at count[0]. In the global route stage, overall resource usage came out at 0.158.

The buffer-and-inverter tally for the worst setup path stands at 0. The HPWL reported at the end of detailed placement stands at 3.31 mm. The routed length on met3 stands at 141 microns. The insertion delay of the later-clocked pin in the worst-skew pair stands at 0.29 ns. The final global-route overflow total stands at 0.
[flip-flops by register name, indices dropped and copies added, names as in the netlist]
name	flops
an	4
seg	7
count	32
stage	3
[power breakdown]
| part | switching [mW] | total [mW] | internal [mW] |
|---|---|---|---|
| combinational | 0.000436 | 0.00364 | 0.00320 |
| clock | 0.113 | 0.251 | 0.138 |
| sequential | 0 | 0.339 | 0.339 |
| total | 0.113 | 0.593 | 0.480 |
[layout by cell type, fill, tap and decap left out, drive strengths merged, types with 2 or more instances in the layout]
cell           Yosys  final
dfxtp             46     46
xnor2             21     21
xor2              17     17
nand2             16     16
inv               16     16
clkdlybuf4s50      0     16
nand3             16     16
nand4             13     13
nor2              11     11
nor4              11     11
nor3               8      8
and4               7      7
a211oi             6      6
a31oi              6      6
clkbuf             5      6
o21ai              5      5
and3               5      5
a21oi              3      3
ha                 3      3
nor2b              2      2
or3                2      2
a31o               2      2
[area by class of cell]
cell class	count	area, sq um
fill	542	2980
multi-input combinational	177	1320
sequential	46	921
timing repair buffer	16	160
tap	72	90.1
clock buffer	6	72.6
inverter	17	63.8
clock inverter	2	37.5
[logic make-up (layout without fill, tap and decap cells)]
group           count (synthesis)  in the layout  synth area share
simple gates                  100            100             0.278
flops                          46             46             0.382
xor+xnor                       38             38             0.138
compound gates                 33             33             0.105
buf+inv                        32             41            0.0701
fa+ha+maj                       3              3            0.0156
mux                             2              2           0.00883
other cells                     1              1           0.00156
[through the flow]
step           total power, mW  instance area [sq um]   util  instances
4_1_cts                  0.605                   2670  0.472        336
3_3_place_gp             0.351                   2550  0.453        328
5_1_grt                  0.617                   2670  0.472        336
6_report                 0.593                   2670  0.472        336
2_1_floorplan            0.349                   2410      -        255
3_5_place_dp             0.351                   2550  0.453        328
[synth_stat cells, types with 2 or more instances]
master and instances:
sky130_fd_sc_hd__nor3_2 2, sky130_fd_sc_hd__dfxtp_1 46, sky130_fd_sc_hd__o21ai_0 5, sky130_fd_sc_hd__a31oi_1 6
sky130_fd_sc_hd__xor2_1 17, sky130_fd_sc_hd__nand3_1 15, sky130_fd_sc_hd__nor4_1 8, sky130_fd_sc_hd__nor2_1 11
sky130_fd_sc_hd__ha_1 3, sky130_fd_sc_hd__nand4_2 2, sky130_fd_sc_hd__a21oi_1 3, sky130_fd_sc_hd__nor2b_1 2
sky130_fd_sc_hd__buf_4 4, sky130_fd_sc_hd__a211oi_1 6, sky130_fd_sc_hd__buf_6 4, sky130_fd_sc_hd__nor4_4 3
sky130_fd_sc_hd__nand4_1 10, sky130_fd_sc_hd__xnor2_1 21, sky130_fd_sc_hd__nor3_1 6, sky130_fd_sc_hd__and3_1 4
sky130_fd_sc_hd__and4_1 6, sky130_fd_sc_hd__buf_2 2, sky130_fd_sc_hd__clkbuf_1 4, sky130_fd_sc_hd__inv_1 16
sky130_fd_sc_hd__nand2_1 16, sky130_fd_sc_hd__or3_1 2, sky130_fd_sc_hd__a31o_1 2
[layer usage]
layer / track usage / vias to the layer above
met5: 0 / -
met4: 0.0164 / 0
met3: 0.0232 / 2
met2: 0.226 / 33
met1: 0.260 / 820
li1: - / 929
[how the worst min path moves through the flow]
stage | from | to | depth (start not counted) | slack (ns)
CTS | count[0] | count[0] | 1 | 0.51
global route | count[31] | count[31] | 1 | 0.54
finish | count[0] | count[0] | 1 | 0.51
Power and IR drop assume default switching activity.
